===== flow/design.v =====
module led_blink
(
    input  clk_i,
    input  reset_n_i,
    output led_o
);
    reg [23:0] counter;
    reg        polarity;
    always@(posedge clk_i) begin
        if (!reset_n_i)
            counter <= 24'h00000;
        else
            counter <= counter + 1'b1;
        if (counter == 24'hFFFFF)
            polarity <= ~polarity;
    end
    assign led_o = polarity;
endmodule

===== flow/run.sh =====
#!/bin/bash
# OpenROAD 26Q1-2900-gdf79404cd8, Yosys 0.63+post, stock flow scripts
make -C /OpenROAD-flow-scripts/flow DESIGN_CONFIG=/design/flow/config.mk WORK_HOME=/design/flow/orfs finish

===== flow/config.mk =====
export PLATFORM = sky130hd
export DESIGN_NAME = led_blink
export DESIGN_NICKNAME = led_blink
export VERILOG_FILES = /design/flow/design.v
export SDC_FILE = /design/flow/constraint.sdc
export NUM_CORES = 4
export LEC_CHECK = 1
export CORE_AREA = 10 10 93 93
export DIE_AREA = 0 0 103 103

===== flow/constraint.sdc =====
current_design led_blink

set clk_period 4.0
set clk_io_pct 0.2

create_clock -name clk0 -period $clk_period [get_ports {clk_i}]

set non_clock_inputs [all_inputs -no_clocks]
set_input_delay [expr $clk_period * $clk_io_pct] -clock clk0 $non_clock_inputs
set_output_delay [expr $clk_period * $clk_io_pct] -clock clk0 [all_outputs]

==> impl_metrics.csv <==
group,metric,value,unit
status,status,"finished, final reports clean",
drt,antennaDiodeCount,0,
clocking,clk_pin_slew,0.09,ns
synthesis,synth-simple-area-share,32.4,%
global_routing,grt_use_total,4.03,%
timing,worstMarginPinSlew,0.519,ns
synthesis,synth_xor_xnor_area_share,9.15,%
clocking,root_buffer,"clkbuf_8",
global_routing,overflow,0,
clocking,ctsResizeCount,0,
synthesis,yosysTopAreaCell,"dfxtp_1",
synthesis,top_cell_area_share,41.8,%
worst_setup_path,path_cells,"ha_1 -> nand4_1 -> nor4_2 -> and3_1 -> and2_1",
floorplanning,die_w,103,um
job,warning_count,25,
synthesis,mux_area_share,4.36,%
synthesis,synth_area_per_cell,8.77,um^2
drt,viasPerCell,3.98,
timing,finalMaxSlewViolations,0,
clocking,post-cts-setup-buffers,0,
placed_design,port_buffers,2,
power,p_leak,0.382,nW
synthesis,synth_cell_type_count,31,
worst_setup_path,end_kind,"register",
placed_design,dp_hpwl,1.42,mm
worst_setup_path,crit_required,3.99,ns
clocking,cts_htree_levels,1,
synthesis,ys_cells,131,
layout,area_delta_synth_final,13.1,%
drt,routed_wl,1.99,mm
timing,fmax,459,MHz
timing,rsz0062_at_grt,"no",
timing,fin_skew,0.00779,ns
synthesis,yosysChipArea,1150,um^2
synthesis,top_cells_by_area,"dfxtp_1 42%, xnor2_1 7.6%, nor2_1 4.9%",
synthesis,ys_sh_aoi,5.12,%
floorplanning,fp.coreArea,6760,um^2
worst_setup_path,crit_fanout,7,
synthesis,ys_ff,25,
synthesis,yosysSeqAreaShare,44.4,%
timing,tns,0,ns
global_routing,grt_max_degree,19,
worst_setup_path,slowest_stage,"nor4_2",
timing,fin_crit,2.18,ns
worst_setup_path,crit_buf_inv,0,
synthesis,yosys_most_used_dff,"dfxtp_1",
synthesis,top_cells_by_count,"24 x dfxtp_1, 15 x nor2_1, 13 x nand2_1",
worst_setup_path,crit_type,"register to register",
placed_design,gp_congestion,0.786,
synthesis,async_flop_share,0,%
layout,drive_gt1_share,6.02,%
clocking,ctsHoldBuffers,0,
timing,fin_crit_sh,54.5,%
global_routing,grt_first_pass_wirelength,3.62,mm
power,p_per_area,321,nW/um^2
floorplanning,die_h,103,um
layout,fin_util,19.2,%
drt,drc,0,
global_routing,grt_pass1_vias,813,
worst_setup_path,arrival,2.17,ns
floorplanning,fp_util,17.0,%
global_routing,antenna_found_initial,0,
synthesis,yosys.area_share.adder,1.09,%
timing,slew_headroom,65.2,%
floorplanning,io_pins,3,
worst_setup_path,max_stage_delay,0.52,ns
power,ir_worst_vdd,0.210,mV
clocking,cts.path.max_buffers,2,
worst_setup_path,cp-start-kind,"register",
drt,drtIter0Drc,56,
clocking,clk_latency,0.27,ns
worst_setup_path,cp_top_family,"simple AND/OR/NAND/NOR gates",
synthesis,edf_count,1,
synthesis,yosysWarnings,1,
floorplanning,dieArea,10600,um^2
clocking,cts.sinks,25,
synthesis,syn_area,1150,um^2
min_path,hp-class,"register to register",
drt,dr_total_vias,847,
drt,dr.pass1.iters,4,
timing,finalHoldViolCount,0,
floorplanning,row_count,30,
synthesis,yosysMostFrequentCell,"dfxtp_1",
drt,wl_per_cell,9.33,um
clocking,cts_tree,"built",
timing,finalSetupViolations,0,
clocking,numCtsBuffers,3,
synthesis,synthTopLogicFamily,"simple AND/OR/NAND/NOR gates",
job,drv_cap,0,
drt,ant_nets,0,
synthesis,synthCells,131,
[state kept, by name, summed over array words and instances, names as in the netlist]
name and flops:
polarity 1, counter 24
[layout by cell type (no fill, tap or decap), types with 2 or more instances in the layout]
cell / instances
mux2i_1: 5
clkdlybuf4s50_1: 2
nor3_1: 3
xnor2_1: 10
dfxtp_1: 24
o31ai_1: 2
nand3_1: 3
or4_1: 2
nand4_1: 8
clkbuf_8: 3
nand2b_1: 5
nand2_1: 13
xor2_1: 2
o21ai_0: 2
nor4_1: 6
inv_1: 5
or3_1: 3
and2_1: 2
a21oi_1: 5
nand3_2: 3
nor2_1: 15
[cells by family (layout without fill, tap and decap cells)]
group	Yosys count	in the layout
adders and majority gates	1	1
and+or+nand+nor	68	68
AOI/OAI and AO/OA	10	10
DFF	25	25
buffers and inverters	10	12
xor gates and xnor gates	12	12
muxes	5	5
[power by group]
group          total (mW)  internal (mW)  switching, mW
clock               0.150         0.0710         0.0788
combinational      0.0110        0.00414        0.00683
sequential          0.256          0.253        0.00333
[layout make-up]
type / instances / area [um^2]
fill: 750 / 5460
multi-input combinational: 96 / 598
sequential: 25 / 510
tap: 80 / 100
clock buffer: 3 / 41.3
inverter: 6 / 22.5
timing repair buffer: 2 / 20.0
clock inverter: 1 / 6.26
[worst register-to-register path: cells and delay by family, from the launching register on]
| family | cells | cell delay (ns) |
|---|---|---|
| and+or+nand+nor | 4 | 1.25 |
| DFF | 1 | 0.41 |
| adders and majority gates | 1 | 0.24 |
[per-layer routing]
metal | track usage [%] | wire length, um
met1 | 5.65 | 1060
met2 | 6.29 | 844
met3 | 1.29 | 83
met4 | 0.107 | 0
met5 | 0 | 0
[final timing paths]
kind,start,to,cells after the start,slack [ns]
max,counter[0],polarity,5,1.82
min,counter[0],counter[0],1,0.49
max reg2reg,counter[0],polarity,5,1.82
min reg2reg,counter[0],counter[0],1,0.49
[per-stage QoR]
| stage | area (um^2) | hold WS [ns] | total power, mW | worst slack [ns] | std cells |
|---|---|---|---|---|---|
| CTS | 1300 | 0.496 | 0.425 | 1.81 | 213 |
| finish | 1300 | 0.491 | 0.417 | 1.82 | 213 |
| floorplan | 1150 | 0.441 | 0.269 | 2.18 | 131 |
| global placement | 1250 | 0.471 | 0.273 | 1.67 | 209 |
| detailed placement | 1250 | 0.472 | 0.273 | 1.60 | 209 |
| global route | 1300 | 0.514 | 0.438 | 1.68 | 213 |
Power and IR drop assume default switching activity.
